$ cat flow/run.sh
#!/bin/bash
# OpenROAD 26Q1-2900-gdf79404cd8, Yosys 0.63+post, stock flow scripts
make -C /OpenROAD-flow-scripts/flow DESIGN_CONFIG=/design/flow/config.mk WORK_HOME=/design/flow/orfs finish
$ cat flow/config.mk
export PLATFORM = sky130hd
export DESIGN_NAME = dcache_data_sram
export DESIGN_NICKNAME = dcache_data_sram
export VERILOG_FILES = /design/flow/design.v
export SDC_FILE = /design/flow/constraint.sdc
export NUM_CORES = 4
export LEC_CHECK = 1
export CORE_UTILIZATION = 50
export SYNTH_MEMORY_MAX_BITS = 65536
$ cat flow/constraint.sdc
current_design dcache_data_sram

set clk_period 51.1
set clk_io_pct 0.2

create_clock -name clk0 -period $clk_period [get_ports {clk_i}]

set non_clock_inputs [all_inputs -no_clocks]
set_input_delay [expr $clk_period * $clk_io_pct] -clock clk0 $non_clock_inputs
set_output_delay [expr $clk_period * $clk_io_pct] -clock clk0 [all_outputs]
$ cat flow/design.v
module dcache_data_sram
(
	clk_i,
	addr_i,
	data_i,
	enable_i,
	write_i,
	data_o
);
input				  clk_i;
input	[4:0]		addr_i;
input	[255:0]	data_i;
input				  enable_i;
input				  write_i;
output	[255:0] 	data_o;
reg		[255:0]		memory 			[0:31];	
always@(negedge clk_i) begin
    if(enable_i && write_i) begin
		memory[addr_i]   <= data_i;
	end
end
assign 	data_o = (enable_i) ? memory[addr_i] : 256'b0;
endmodule
==> impl_metrics.tcl <==
# yosys + openroad results
set metrics [dict create \
    status "completed" \
    tritoncts "built" \
    rows 289 \
    grt_overflow 0 \
    synthXorXnorAreaFrac 0 \
    postCtsSetupBuffers 0 \
    syn_area_per_cell_um2 19.25 \
    chip_area_mm2 0.6240 \
    dp_hpwl_um 485400 \
    flop_area_mm2 0.2460 \
    tns_ns 0 \
    vdd_drop_max_mv 0.03984 \
    grt_usage 0.3173 \
    lay_top_count "inv_1" \
    place_ws_ns 10.22 \
    finalWorstSetupSlack_ns 11.22 \
    comb_area_mm2 0.05970 \
    drive_gt1_frac 0.08569 \
    synth-edff-count 8192 \
    ctsHoldBuffers 0 \
    largest_register_ffs 8192 \
    numCtsBuffers 853 \
    reg_top3 "memory (8192)" \
    hold_violations 0 \
    compound_area_frac 0.04747 \
    ys_chip_area_mm2 0.3104 \
    drc 0 \
    grt_pass1_wl_um 1268000 \
    slew_violations 0 \
    grt_pass1_vias 207735 \
    die-height_um 789.9 \
    cp-start-kind "input port" \
    largest-register "memory" \
    synth_cells 16121 \
    die_x_um 789.9 \
    power_density_mw_per_mm2 43.45 \
    setup_violations 0 \
    synth.mux.area_fraction 0.1321 \
    htree_levels 6 \
    synth_async_sr_flop_share 0 \
    warnings 1027 \
    adder_share 0 \
    fp-utilization 0.5014 \
    ys_types 23 \
    wirelength_um 884900 \
    logic_family "multiplexers" \
    cts_sinks 8192 \
    p_leak_nw 166.6 \
    ff_type "edfxtp_1" \
    top_level_ports 520 \
    hold_slack_ns 21.33 \
    drtPass1Iterations 25 \
    antenna_found_initial 25 \
    cts-root-buf "clkbuf_16" \
    worst_pin_slew_ns 1.377 \
    yosys_warnings 1 \
    worstPathArrival_ns 14.98 \
    synth_area_mm2 0.3104 \
    cts_buffer_depth 4 \
    drtIter0Drc 11450 \
    wl_per_cell_um 25.58 \
    dr_total_vias 187056 \
    ys_seq_share 0.7925 \
    rsz0062_at_grt "no" \
    synthSimpleGateAreaFrac 0.01152 \
    clk_pin_slew_ns 0.03 \
    synth.top_cell.area_share 0.7925 \
    gp_congestion 0.8572 \
    slew_headroom 0.07343 \
    grt_max_degree 96 \
    area_growth_pct 24.82 \
    synth.top_cells.by_area "edfxtp_1 79%, mux2i_1 13%, o22ai_1 4.1%" \
    ys_cells 16121 \
    end_kind "flip-flop" \
    final_cell_mix "8,426 x inv_1, 8,192 x edfxtp_1, 4,096 x mux2i_1" \
    yosys.area.top_type "edfxtp_1" \
    antenna_left 0 \
    port_buffers 519 \
    post_cts_resized 0 \
    worstPathRequired_ns 26.20 \
    min_path_type "in2out" \
    path_class "in2reg" \
    ys_ff 8192 \
    cp_max_fo 43 \
    avgViaCountPerCell 5.406 \
    core_area_mm2 0.6191 \
    fill_cells 42824 \
    maxCapViolCount 0 \
]
==> metal layers <==
metal	wire length (um)	up-vias	track usage
li1	-	85434	-
met1	299600	89985	0.3932
met2	418200	10277	0.4329
met3	141700	1328	0.2540
met4	24670	32	0.1248
met5	798	-	0.008773
==> kinds of logic (layout without fill, tap and decap cells) <==
family                 after synthesis  in the layout
DFF                               8192           8192
and+or+nand+nor                    575            575
muxes                             4096           4096
buffers and inverters              954          11126
AOI/OAI and AO/OA                 2304           2304
other                                0             14
==> Yosys cell counts (2+ instances only) <==
cell type and number:
a21boi_1 256, buf_1 43, buf_2 538, buf_4 3
buf_6 110, clkbuf_1 259, edfxtp_1 8192, mux2i_1 4096
nand2_1 4, nand3b_1 2, nand4_1 2, nand4b_1 5
nand4bb_1 6, nor2_1 30, nor3_1 4, nor4_1 512
o22ai_1 2048, or3_1 2, or3b_2 2, or4b_1 4
==> report_power, final <==
part	internal, W	switching (W)	leakage [nW]
Sequential	0.00750	0.00000956	73.7
Clock	0.00453	0.00414	57.8
Combinational	0.000223	0.000425	35.0
Total	0.0123	0.00458	167
==> critical path, cell delays in order <==
cell	delay [ns]
clkdlybuf4s50_1	0.60
buf_4	0.32
nand2_1	0.50
nor2_4	0.74
buf_4	0.59
buf_4	0.67
buf_4	0.50
buf_4	0.65
==> final timing paths <==
path	start	endpoint	slack (ns)	depth (start not counted)
worst min-delay path	enable_i	data_o[238]	21.33	3
worst max-delay path	addr_i[0]	memory[13][173]	11.22	8
==> stage by stage <==
stage,utilization,cell area (um^2),std cells,total power (W)
CTS,0.6258,387400,34585,0.01709
global route,0.6258,387400,34590,0.01792
detailed placement,0.5298,328000,24832,0.009188
finish,0.6259,387400,34600,0.01683
global placement,0.5298,328000,24832,0.009183
floorplan,-,310400,16121,0.008842
==> area by class of cell <==
cell class,count,share of cell area
repair buffers,1372,0.03077
clock inverters,8898,0.09807
flip-flops and latches,8192,0.6349
diodes,14,0.00009042
multi-input cells,6975,0.1541
clock buffers,856,0.05529
well taps,8293,0.02678
Power and IR drop assume default switching activity.
