File: /design/flow/run.sh
#!/bin/bash
# OpenROAD 26Q1-2900-gdf79404cd8, Yosys 0.63+post, stock flow scripts
make -C /OpenROAD-flow-scripts/flow DESIGN_CONFIG=/design/flow/config.mk WORK_HOME=/design/flow/orfs finish
File: /design/flow/config.mk
export PLATFORM = sky130hd
export DESIGN_NAME = Equal
export DESIGN_NICKNAME = Equal
export VERILOG_FILES = /design/flow/design.v
export SDC_FILE = /design/flow/constraint.sdc
export NUM_CORES = 4
export LEC_CHECK = 1
export CORE_AREA = 10 10 70 70
export DIE_AREA = 0 0 80 80
File: /design/flow/constraint.sdc
current_design Equal

set clk_period 1.5
set clk_io_pct 0.2

create_clock -name clk0 -period $clk_period

set non_clock_inputs [all_inputs -no_clocks]
set_input_delay [expr $clk_period * $clk_io_pct] -clock clk0 $non_clock_inputs
set_output_delay [expr $clk_period * $clk_io_pct] -clock clk0 [all_outputs]
File: /design/flow/design.v
module Equal
(
	data1_i,
	data2_i,
	data_o
);
input	[31:0]		data1_i;
input	[31:0]		data2_i;
output			data_o;
assign data_o = (data1_i == data2_i);
endmodule
==> changes_impl.md <==
### Physical design

* Status: finished, violations left
* Failing checks: negative setup slack
* Number of cells in Yosys stat at 43
* Post-DP HPWL at 1833 um
* WL/cell at 12.64 um
* Yosys warns at 0
* Clock buffer cells at 0
* Core Box Area at 3416 sq um
* Reg power frac at 0
* Final Max Slew Viols at 0
* Port bufs at 65
* Avg Vias per Cell at 3.591
* Final Setup Violations at 1
* Switching power total at 72.64 uW
* WS Path Type: in -> out
* Grt total ovfl at 0
* CP Max Fanout at 1
* Via count at 553
* GRT Util Overall at 0.05403
* Crit path DRT at 1.20 ns
* P&R area growth vs syn at 160.3%
* Fmax achieved at 654.5 MHz
* Int Pwr at 123.2 uW
* Syn Area/Cell at 8.060 sq um
* Distinct lib cells used at 4
* CP peak stage delay at 0.30 ns
* Combinational share of power at 1.000
* Slew Limit Headroom at 0.8254
* Die W at 80 um
* Met2 usage at 0.07945
* Final ANT Viol Nets at 0
* RSZ-0062 raised after global routing: true
* Sw frac at 0.3709
* Count of tool warnings at 34
* Global routing's busiest layer: met2
* M1 GR Usage at 0.07119
* Die height at 80 um
* Final hold violations at 0
* Hold_ws at 1.095 ns
* Antenna Cells at 0
* Flops at 0
* Worst-Margin Slew at 0.2595 ns
* Fin crit share at 1.019
* Largest net degree at the start of global routing at 2
* Worst vdd ir at 0.05627 mV
* Most numerous logic cell after layout: buf_2
* # fillers at 401
* Cells after Synth at 43
* Power Density at 217.1 nW/um^2
* Vias in the first global route at 610
* First-pass GRT wire length at 2856 um
* DRC errors left at 0
* FP Util at 0.1015
* Iter 0 DRT Violations at 0
* Gp weighted congestion at 0.8136
* # rows at 21
* Final Instance Count excl. Fillers at 154
* Most instantiated logic cells after routing: buf_2, xor2_1, clkdlybuf4s15_1
* Number of max-cap violations at 0
* Synth Seq Share at 0
* Worst path cell trace: buf_6 -> xor2_1 -> nor4_2 -> nand4_1 -> nor2_1 -> buf_2
* CP arrival at 1.23 ns
* Final Instance Area at 902.1 sq um
* Top-Level Pins at 65
* Cell area after placement at 1055 sq um
* Number of antenna violations at the first check in global routing at 0
* Leakage power at 0.4282 nW
* Yosys stat area at 346.6 sq um
* Placed insts at 154
* Register Area at 0 sq um
* Critical-path top delay cell: nor4_2
* DR pass1 iterations at 1
* Setup ws final at -0.02792 ns
* WL final at 1947 um
* Post-Syn Area at 346.6 sq um
* Crit path launch type: input port
* Pre-CTS WS at -0.8690 ns
* HP Class: in -> out
* Layout cell share with drive strength beyond 1 at 0.4259
* Bufs and invs on worst path at 2
* Delay-heaviest family, CP: simple AND/OR/NAND/NOR gates
* Chip area at 6400 sq um
* Clock power share at 0
* Final min period at 1.528 ns
* Met3 Use GR at 0.03068
* Worst Setup End Kind: primary output
-- timing repair --
item	in CTS	in global routing
setup buffers	0	0
pin swaps	40	7
gates cloned	0	0
hold buffers	0	0
setup endpoints to repair	1	1
gates resized	183	9
-- cells in the mapped netlist, drive strengths merged --
| cell | instances | area share |
|---|---|---|
| nand4 | 2 | 0.036 |
| nor2 | 1 | 0.011 |
| nor4 | 8 | 0.14 |
| xor2 | 32 | 0.81 |
-- per-stage QoR --
| step | setup TNS, ns | utilization | total power [mW] |
|---|---|---|---|
| 2_1_floorplan | 0 | - | 0.06037 |
| 3_3_place_gp | -0.8561 | 0.3088 | 0.2471 |
| 3_5_place_dp | -0.8690 | 0.3088 | 0.2499 |
| 4_1_cts | -0.07356 | 0.2568 | 0.1898 |
| 5_1_grt | -0.1267 | 0.2641 | 0.2160 |
| 6_report | -0.02792 | 0.2641 | 0.1959 |
-- worst paths after layout --
path,start,to,slack [ns],depth (start not counted)
hold / removal,data1_i[20],data_o,1.09,6
setup / recovery,data1_i[13],data_o,-0.03,6
-- layer usage --
| metal | share of wire | wire (um) | vias to the layer above |
|---|---|---|---|
| met1 | 0.52 | 1017 | 213 |
| met4 | 0 | 0 | 0 |
| met2 | 0.31 | 604 | 62 |
| li1 | - | - | 278 |
| met5 | 0 | 0 | - |
| met3 | 0.17 | 325 | 0 |
-- layout make-up --
cell class / instances / area, sq um / area share
timing repair buffer: 65 / 465.4 / 0.5159
multi-input combinational: 43 / 379.1 / 0.4203
tap: 46 / 57.56 / 0.06380
-- power by group through the flow --
| stage | Sequential, mW | Combinational, mW | Clock, mW |
|---|---|---|---|
| CTS | 0 | 0.190 | 0 |
| global route | 0 | 0.216 | 0 |
| finish | 0 | 0.196 | 0 |
-- cell families after synthesis --
kind of cell     share of synthesized area
XOR/XNOR                            0.8087
AND/OR/NAND/NOR                     0.1913
No activity file was given, so power comes from the tool's default toggle rates.
