==> design.v <==
module dcache_tag_sram
(
	clk_i,
	addr_i,
	data_i,
	enable_i,
	write_i,
	data_o
);
input				  clk_i;
input	[4:0]		addr_i;
input	[23:0]	data_i;
input				  enable_i;
input				  write_i;
output	[23:0] 		data_o;
reg		[23:0]		memory 			[0:31];	
always@(negedge clk_i) begin
    if(enable_i && write_i) begin
		memory[addr_i]   <= data_i;
	end
end
assign 	data_o = (enable_i) ? memory[addr_i] : 24'b0;
endmodule
==> run.sh <==
#!/bin/bash
# OpenROAD 26Q1-2900-gdf79404cd8, Yosys 0.63+post, stock flow scripts
make -C /OpenROAD-flow-scripts/flow DESIGN_CONFIG=/design/flow/config.mk WORK_HOME=/design/flow/orfs finish
==> config.mk <==
export PLATFORM = sky130hd
export DESIGN_NAME = dcache_tag_sram
export DESIGN_NICKNAME = dcache_tag_sram
export VERILOG_FILES = /design/flow/design.v
export SDC_FILE = /design/flow/constraint.sdc
export NUM_CORES = 4
export LEC_CHECK = 1
export CORE_UTILIZATION = 40
==> constraint.sdc <==
current_design dcache_tag_sram

set clk_period 6.2
set clk_io_pct 0.2

create_clock -name clk0 -period $clk_period [get_ports {clk_i}]

set non_clock_inputs [all_inputs -no_clocks]
set_input_delay [expr $clk_period * $clk_io_pct] -clock clk0 $non_clock_inputs
set_output_delay [expr $clk_period * $clk_io_pct] -clock clk0 [all_outputs]
==> Slide: Implementation Results <==
Implementation Results

Run status
  • Outcome: finished, violations left
  • Failing checks: setup timing

Synth
  • Top-area cell share: 0.780
  • Async set-or-reset flop fraction in the synthesized netlist: 0
  • Synthesis area per yosys: 29600 sq um
  • Synth flops: 768
  • Netlist cell types: 26
  • Main flop type: edfxtp_1
  • Post-synth top cells: edfxtp_1 (768), mux2i_1 (384), o22ai_1 (172)
  • Dominant cell type by area after synthesis: edfxtp_1
  • Synth top area cells: edfxtp_1 (78%), mux2i_1 (13%), o22ai_1 (3.6%)
  • Post-synth EDFFs: 768
  • Syn Area/Cell: 18.7 sq um
  • Most frequent cell after synthesis: edfxtp_1
  • Sequential element share of the synthesized area: 0.780
  • Syn. warnings: 1
  • Post-synthesis instance total: 1578
  • Synthesized cell area: 29600 sq um
  • # Cells Yosys: 1578

Clocking
  • CTS tree: yes
  • Hold Buf Count CTS: 0
  • Worst-path clk slew: 0.03 ns
  • Num CTS Buffers: 81
  • Clk sink count: 768
  • Clock buffer depth: 3
  • Number of H-tree levels: 3
  • CTS root buf: clkbuf_16

Finish
  • Largest regs: memory (768)
  • Register bank with the most flops: memory
  • Filler instances: 5443
  • Final Non-Filler Cells: 3570
  • Max FFs per register: 768
  • Share of post-route cells with drive strength above 1: 0.189
  • Layout area overhead: 32.7%
  • Design area: 39200 sq um

Pwr
  • Power per Cell Area: 335 nW/um^2
  • Switch share: 0.268
  • Static Leakage: 0.0165 uW
  • VDD IR max: 0.389 mV
  • NetSw: 3510 uW
  • Comb power frac: 0.044
  • Power share of the sequential group: 0.442
  • Clk network pwr share: 0.514
  • Internal cell power: 9620 uW

STA
  • Final setup vio count: 24
  • Max Slew Vio Count: 0
  • Final WS setup: -0.263 ns
  • Worst Tran Pin Value: 0.866 ns
  • Slew margin rel.: 0.419
  • RSZ-0062 raised after global routing: yes
  • Final hold violations: 0

Worst setup path
  • Critical path endpoint category: primary output
  • Critical-path cell list: mux2i_1 > o22ai_1 > nor4_1 > a21boi_2 > buf_2
  • Worst path slowest cell: mux2i_1
  • CP startpoint kind: flop
  • Crit path required time: 4.96 ns
  • Largest stage delay on the critical path: 0.39 ns
  • Crit-path max FO: 1
  • Critical setup path kind: flop to primary output
  • Critical Path AT: 5.22 ns

Die
  • Die ar.: 75000 sq um
  • Starting Density: 0.405
  • FP Rows: 99
  • IO Pins: 56
  • Total core area: 73100 sq um
  • Die height: 274 um
  • Die width: 274 um

GRT
  • GRT Overall Usage: 0.216
  • Met2 global-route usage: 0.287
  • Routing usage on met3: 0.177
  • Met1 GRT Util: 0.259
  • Antenna violations before repair: 1
  • Gr ovfl total: 0
  • Global-route wire length before repair: 109000 um
  • Gr busiest metal: met2
  • Number of global-route vias before repair: 19894
  • Pin count of the biggest net entering global routing: 105

Route
  • DRC violations left: 0
  • Routed Antenna Nets: 0
  • Post-Route WL: 72800 um
  • Initial DRT Pass Iterations: 21
  • Wire per inst: 20.4 um
  • Via-to-Cell Ratio: 4.98
  • Initial DRC Count: 926
  • DR vias: 17778

Min path
  • Min-delay src: addr_i[1]
  • Hold Crit Class: input pin to primary output
  • Worst Hold End: data_o[12]
  • Hold path cells: 6

Flow run
  • Log Warnings: 798
  • Max Cap Viol: 0

Place
  • Dpl cells: 2658
  • Number of port buffers: 55
  • Detailed placer's ending HPWL: 42500 um
  • Placed cell area: 33000 sq um
  • Routability cong.: 0.901
-- routing by layer --
layer,wire length (um),part of all wire
met1,26800,0.37
met2,33200,0.46
met3,10800,0.15
met4,1480,0.020
met5,410,0.0056
-- through the flow --
step / TNS, ns / setup slack (ns) / util / total power, uW / hold slack [ns]
6_report: -3.31 / -0.263 / 0.537 / 13100 / 3.24
4_1_cts: -4.41 / -0.298 / 0.534 / 13300 / 3.27
5_1_grt: -5.90 / -0.331 / 0.537 / 14000 / 3.30
3_5_place_dp: -31.86 / -0.140 / 0.452 / 7140 / 3.65
3_3_place_gp: -24.18 / -0.122 / 0.452 / 7130 / 3.67
2_1_floorplan: -68.50 / -0.177 / - / 6850 / 2.71
-- what timing repair did --
item / CTS / global route
gates resized: 171 / 36
pin swaps: 71 / 31
buffers inserted: 0 / 0
setup endpoints to repair: 24 / 24
cloned: 0 / 0
-- power by group through the flow --
| stage | registers, uW | clock network, uW | logic [uW] |
|---|---|---|---|
| 4_1_cts | 5800 | 6960 | 565 |
| 5_1_grt | 5790 | 7590 | 618 |
| 6_report | 5800 | 6750 | 575 |
-- placed cells by master, fill, tap and decap left out, types with 2 or more instances in the layout --
cell type          n
clkbuf_16         83
mux2i_2           19
a21boi_4           4
nor2_4            28
nor3_4             4
bufinv_16         12
clkdlybuf4s50_1   30
inv_4              8
or3_1              2
o22ai_1          148
buf_12            54
inv_6              3
inv_1            780
mux2i_4            5
nand2_1            4
clkinvlp_2        26
nand4_1            2
clkinv_4           2
edfxtp_1         768
nand4b_1           5
or4b_1             4
buf_4            108
nand3b_1           2
buf_2             24
nor4_1             8
o22ai_2           43
nor2_1             2
nand4bb_2          5
mux2i_1          360
or3b_2             2
nor4_4            11
a21boi_2          20
nor4_2            29
-- logic make-up after synthesis --
kind of cell / Yosys count / synth area share
flops: 768 / 0.780
mux: 384 / 0.130
compound gates: 216 / 0.0509
simple gates: 111 / 0.0226
buf+inv: 99 / 0.0166
-- critical path: cells and delay by family (launching register included) --
| kind | cells | cell delay (ns) |
|---|---|---|
| compound gates | 2 | 0.33 |
| buf+inv | 1 | 0.14 |
| simple gates | 1 | 0.27 |
| mux | 1 | 0.39 |
| flops | 1 | 0.34 |
-- final cells by class --
type	instances	area, sq um	share of cell area
Antenna cell	1	2.50	0.0000638
Clock buffer	83	2080	0.0529
Clock inverter	831	3510	0.0895
Multi-Input combinational cell	711	7060	0.180
Sequential cell	768	23100	0.588
Tap cell	959	1200	0.0306
Timing Repair Buffer	217	2330	0.0593
-- worst max-delay path by stage --
stage	from	to	cells past startpoint
finish	memory[30][0]$_DFFE_NP_	data_o[0]	5
global route	memory[24][11]$_DFFE_NP_	data_o[11]	6
CTS	memory[6][22]$_DFFE_NP_	data_o[22]	6
No activity file was given, so power comes from the tool's default toggle rates.
